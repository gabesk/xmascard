==> flow/design.v <==
`timescale 1ns / 1ps
module lights(
    input clk,
    input rx,
    output tx,
    output [2*12-1:0] leds
    );
    wire clk_uart;    
    uart_clk uart_clk_i(.CLKIN_IN(clk), 
                        .CLKFX_OUT(clk_uart), 
                        .CLKIN_IBUFG_OUT(), 
                        .CLK0_OUT());
    wire rx_i;
    reg [4:0] rx_sync = 0;
    always @ (posedge clk_uart) rx_sync <= {rx_sync[3:0], rx};
    assign rx_i = rx_sync[4];
    reg [26:0] clk_div; initial clk_div = 0;
    always @ (posedge clk_uart) clk_div <= clk_div + 1;
    wire clk_step = clk_div[17];
    reg clk_step_l; initial clk_step_l = 0;
    always @ (posedge clk_uart) clk_step_l <= clk_step;
    reg step; initial step = 0;
    always @ (posedge clk_uart)
        if (clk_step && ~clk_step_l)    step <= 1;
        else                            step <= 0;
    wire [7:0] pwm_counter = clk_div[13:6];  
    wire [71:0] leds_p, leds_r, leds_i;
    reg [71:0] leds_mux;
    wire [7:0] pat_up_a;
    wire [71:0] pat_up_d;
    wire pat_up_we;
    wire [1:0] pattern_type;  
    led specific_leds[11:0](
        .pwm_counter(pwm_counter),
        .values(leds_mux),
        .leds(leds)
    );
    stored_pattern p(clk_uart, step, pat_up_a, pat_up_d, pat_up_we, leds_p);
    random r(clk_uart, step, pwm_counter, leds_r);
    serial s(clk_uart, rx_i, tx, pat_up_a, pat_up_d, pat_up_we, pattern_type, leds_i);
    wire clk_switch = clk_div[26];
    always @ (*)
        case (pattern_type)
            0: begin
                case(clk_switch)
                    0: leds_mux <= leds_p;
                    1: leds_mux <= leds_r;
                endcase
            end
            1: leds_mux <= leds_p;
            2: leds_mux <= leds_r;
            3: leds_mux <= leds_i;
        endcase
endmodule
module random(
    input clk,
    input step,
    input [7:0] pwm_counter,
    output [71:0] leds
    );
    reg [23:0] initializer = 24'hffffff;
    always @ (posedge clk)
        if (initializer) if (pwm_counter[2]) initializer <= {initializer[22:0], 1'b0};
    random_led l[11:0](
        .clk({12{clk}}),
        .rst(initializer),
        .step({12{step}}),
        .values(leds)
    );
endmodule
module random_led(
    input clk,
    input [1:0] rst,
    input step,
    output [5:0] values);
    twinkler each_color[1:0](.clk({2{clk}}),
                             .rst(rst),
                             .step({2{step}}),
                             .signal(values));
endmodule
module lfsr3(input clk, input step, input rst, output value);
    reg [7:0] lfsr = 0;
    wire feedback = lfsr[7] ^ lfsr[5] ^ lfsr[4] ^ lfsr[3];
    always @ (posedge clk)
        if (rst)       lfsr <= lfsr + 1;
        else if (step) lfsr <= {lfsr[6:0], feedback};
    assign value = lfsr[7] & lfsr[6] & lfsr[5] & lfsr[4] & lfsr[3];
endmodule
module twinkler(
    input clk,
    input rst,
    input step,
    output [2:0] signal);
    wire go;
    lfsr3 rng(.clk(clk), .step(step), .rst(rst), .value(go));
    reg [2:0] intensity = 0;
    assign signal = intensity;
    reg direction = 0;
    reg state; initial state = 0;
    always @ (posedge clk) begin
        case (state)
            0: if (go) state <= 1;
            1: begin
                case (direction)
                    0: begin
                        if (step) begin
                            intensity <= intensity + 1;
                            if (intensity == 3'b110) direction <= 1;
                        end
                    end
                    1: begin
                        if (step) begin
                            intensity <= intensity - 1;
                            if (intensity == 3'b001) begin
                                direction <= 0;
                                state <= 0;
                            end
                        end
                    end
                endcase
            end
        endcase
    end
endmodule
module stored_pattern(
    input clk,
    input step,
    input [7:0] pat_up_a,
    input [71:0] pat_up_d,
    input pat_up_we,
    output [71:0] leds
    );
    wire [71:0] led_values;
    assign leds = led_values;
    reg [7:0] prog_addr = 0;
    ram72bit pattern_ram (
      .clka(clk),  
      .wea(pat_up_we),  
      .addra(pat_up_we ? pat_up_a : prog_addr),  
      .dina(pat_up_d),  
      .douta(led_values)  
    );
    always @ (posedge clk) if (step) prog_addr <= prog_addr + 1;
    reg [16:0] clk_div; initial clk_div = 0;
    always @ (posedge clk) clk_div <= clk_div + 1;
endmodule
module led(
    input [7:0] pwm_counter,
    input [5:0] values,
    output [1:0] leds
);
    pwm pwms[1:0](
        .counter({2{pwm_counter}}),
        .value(values),
        .signal(leds)
    );
endmodule
module pwm(
    input [7:0] counter,
    input [2:0] value,
    output reg signal
);
    reg [7:0] counter_value;
    always @ (*) begin
        case (value)
            0: counter_value <= 0;
            1: counter_value <= 15;
            2: counter_value <= 35;
            3: counter_value <= 63;
            4: counter_value <= 99;
            5: counter_value <= 143;
            6: counter_value <= 195;
            7: counter_value <= 255;
        endcase
    end
    always @ (*) begin
        signal <= (counter_value > counter);
    end
endmodule
==> flow/run.sh <==
#!/bin/bash
# OpenROAD 26Q1-2900-gdf79404cd8, Yosys 0.63+post, stock flow scripts
make -C /OpenROAD-flow-scripts/flow DESIGN_CONFIG=/design/flow/config.mk WORK_HOME=/design/flow/orfs finish
==> flow/config.mk <==
export PLATFORM = sky130hd
export DESIGN_NAME = random
export DESIGN_NICKNAME = random
export VERILOG_FILES = /design/flow/design.v
export SDC_FILE = /design/flow/constraint.sdc
export NUM_CORES = 4
export LEC_CHECK = 1
export CORE_UTILIZATION = 30
==> flow/constraint.sdc <==
current_design random

set clk_period 3.6
set clk_io_pct 0.2

create_clock -name clk0 -period $clk_period [get_ports {clk}]

set non_clock_inputs [all_inputs -no_clocks]
set_input_delay [expr $clk_period * $clk_io_pct] -clock clk0 $non_clock_inputs
set_output_delay [expr $clk_period * $clk_io_pct] -clock clk0 [all_outputs]
==> results.cfg <==
; implementation run metrics
[synthesis]
ys.flops = 336
yosysUniqueCellTypes = 55
yosys.area_share.adder_pct = 7.879
yosysChipArea_sq_mm = 0.01906
synth-main-ff-cell = edfxtp_1
syn_area_per_cell_sq_um = 11.16
synthCells = 1707
ys_seq_share_pct = 51.69
simple_gate_share_pct = 11.62
netlist_logic_family_top = AND-OR/OR-AND gates
synth-warning-count = 3
ys_cells = 1707
muxShareOfSynthArea_pct = 4.642
ys_sh_aoi_pct = 12.44
edf_count = 312
synthArstFlopShare_pct = 0
synth_area_sq_mm = 0.01906
xor_share_pct = 7.446

[place]
gp_congestion = 0.8303
port_buffers = 74
post-place-ws_ns = 1.183
place_hpwl_mm = 22.23
post_dp_cell_area_sq_mm = 0.02041
numPlacedInstances = 2539

[cts]
post_cts_resize_count = 0
cts_tree = done
cts_buffers = 41
post_cts_buffers = 0
cts_root_buffer = clkbuf_16
cts_max_level = 2
clk_pin_slew_ns = 0.06
cts_hold_buf = 0
cts_sinks = 336
clock_latency_ns = 0.57
cts_buffer_depth = 3

[critical_path]
critical_path_class = reg2out
cp_slowest_cell = clkdlybuf4s50_1
cpLargestDelayFamily = buffers and inverters
worstPathArrival_ns = 1.64
crit_buf_inv = 1
slowest_delay_ns = 0.64
worstPathCellList = clkdlybuf4s50_1
crit_required_ns = 2.88
cp_max_fo = 5
endpoint_kind = primary output
setup.worst_path.start_class = flip-flop

[layout]
stdcell_count = 2615
area_growth_pct = 14.32
final_core_util_pct = 34.60
final_common_cell = edfxtp_1
final_layout_top_logic_cells = edfxtp_1 (312), a21oi_1 (207), xnor2_1 (122)
stdcell_area_sq_mm = 0.02178
drive_above_1_share_pct = 7.179

[floorplanning]
ioPinCount = 82
die_area_sq_mm = 0.06453
core-area_sq_mm = 0.06297
die_h_microns = 254.0
rows = 92
fp_util_pct = 30.26
die_w_microns = 254.0

[timing]
hold_viol_final = 0
max_freq_mhz = 423.8
fin_tns_setup_ns = 0
setup-violations-final = 0
fin_skew_ns = 0.02055
setup_ws_ns = 1.241
hold_ws_ns = 0.4808
slew_headroom_pct = 54.29
rsz0062_at_grt = no
worstMarginPinSlew_ns = 0.6857
min_period_over_period_pct = 65.54
maxSlewViolCount = 0
period_needed_ns = 2.359

[routing]
vias = 12510
drtPass1Iterations = 5
ant_nets = 0
n_antenna_cell = 0
vias_per_cell = 4.784
postRouteWirelength_mm = 33.95
drc = 0
wl_per_cell_microns = 12.98
initialDrtViolationCount = 791

[flow_run]
openroad.warnings = 104
drv_cap = 0

[status]
status = finished clean

[power]
leakagePower_nw = 8.018
total_power_mw = 18.83
powerDensity_mw_per_mm2 = 864.2
ir_drop_mv = 0.3856

[grt]
overflow = 0
grt_use_total_pct = 10.94
grt_pass1_wl_mm = 57.08
grt_start_max_net_pins = 61
antenna_found_initial = 0
first_global_vias = 11830

[hold_path]
hold_class = reg2reg
## cell usage after synthesis, types with 3 or more instances
master	count	share of area (%)
and3_1	5	0.16
buf_4	12	0.47
nor4_1	17	0.56
mux2i_1	58	3.0
or2_2	24	0.79
a41o_1	20	1.1
or3_1	3	0.099
edfxtp_1	312	49
dfxtp_1	24	2.5
a211oi_1	22	0.87
and2_1	24	0.79
nand4_1	13	0.43
xor2_1	40	1.8
o211ai_1	5	0.20
nand2b_1	26	0.85
o21ai_0	67	1.8
o31ai_1	20	0.79
and4_1	10	0.46
nor3b_1	8	0.32
nor3_1	12	0.32
a31oi_1	8	0.26
and4b_1	3	0.16
nand4b_1	4	0.18
ha_1	120	7.9
a311oi_1	3	0.14
xnor2_1	122	5.6
nand2_1	78	1.5
or2_0	11	0.36
a21bo_2	10	0.53
buf_2	45	1.2
nor2_1	89	1.8
inv_1	91	1.8
clkbuf_1	28	0.55
nand3_1	86	2.3
a32o_1	12	0.63
a21oi_1	207	5.4
buf_6	4	0.24
mux2_2	27	1.6
nor2b_1	8	0.26
o22ai_1	10	0.33
## logic make-up after synthesis
logic type                 count (synthesis)
buffers and inverters                    181
adders and majority gates                120
xor gates and xnor gates                 162
other                                      1
DFF                                      336
AOI/OAI and AO/OA                        394
muxes                                     85
and+or+nand+nor                          428
## area by class of cell
type | instances | area [sq um]
Fill cell | 6019 | 41180
Sequential cell | 336 | 9849
Multi-Input combinational cell | 1190 | 8394
Clock buffer | 61 | 1171
Tap cell | 846 | 1059
Timing Repair Buffer | 76 | 765.7
Inverter | 91 | 341.6
Clock inverter | 15 | 203.9
## power breakdown
group / switching [mW] / total, mW / internal [mW]
clock: 1.66 / 4.21 / 2.55
sequential: 2.22 / 8.89 / 6.67
combinational: 2.46 / 5.73 / 3.27
total: 6.34 / 18.8 / 12.5
## final timing paths
check	from	end	slack, ns	depth (start not counted)
worst max-delay path	l[2].each_color[0].intensity[0]	leds[12]	1.24	1
worst min-delay path	l[0].each_color[1].state	l[0].each_color[1].direction	0.48	0
worst max register to register	initializer[18]	initializer[20]	1.32	4
worst min register to register	l[0].each_color[1].state	l[0].each_color[1].direction	0.48	0
## state kept, by name (all words and copies together), names as in the netlist
name	flops
l.each_color.intensity	72
l.each_color.rng.lfsr	192
l.each_color.direction	24
initializer	24
l.each_color.state	24
## metal layers
| metal | vias to the layer above | global-route usage [%] | wire length (microns) |
|---|---|---|---|
| met5 | - | 0 | 0 |
| met4 | 0 | 2.547 | 873 |
| met3 | 50 | 3.146 | 2100 |
| met2 | 268 | 15.93 | 14640 |
| met1 | 5892 | 16.68 | 16340 |
| li1 | 6300 | - | - |
Power figures rest on the tool's default switching activity, not on a simulated workload.
