`design/flow/run.sh`:
```
#!/bin/bash
# OpenROAD 26Q1-2900-gdf79404cd8, Yosys 0.63+post, stock flow scripts
make -C /OpenROAD-flow-scripts/flow DESIGN_CONFIG=/design/flow/config.mk WORK_HOME=/design/flow/orfs finish
```
`design/flow/design.v`:
```
`timescale 1ns / 1ps
module serial(
    input clk_uart,
    input rx,
    output tx,
    output [7:0] a,
    output [71:0] d,
    output we,
    output [1:0] pattern_type,  
    output [71:0] specific_led_values
    );
    wire done, rdy, xmit, busy;
    wire [7:0] rxd;
    wire [7:0] txd;
    wire tick_8x;
    uart_clk_synth u(clk_uart, tick_8x);
    tx t(.clk(clk_uart),
         .tick_8x(tick_8x),
         .xmit_data(xmit),
         .txd(txd),
         .tx(tx),
         .done(done),
         .busy(busy),
         .error());
    rx r(.clk(clk_uart),
         .tick_8x(tick_8x),
         .rx(rx),
         .data_received(rdy),
         .rxd(rxd));
    new_pattern statem(clk_uart,
                       rxd, 
                       rdy, 
                       txd, 
                       xmit, 
                       busy, 
                       a, 
                       d, 
                       we, 
                       pattern_type, 
                       specific_led_values);
endmodule
module new_pattern(
    input clk,
    input [7:0] rxd,
    input data_received,
    output reg [7:0] txd = 0,
    output reg xmit = 0,
    input busy,
    output reg [7:0] a = 0,
    output reg [71:0] d = 0,
    output reg we = 0,
    output reg [1:0] mode = 0,
    output reg [71:0] individual_leds = 0
    );
    reg [4:0] led = 0;
    reg [2:0] led_brightness = 0;
    integer s = 0;
    always @ (posedge clk) begin
        xmit <= 0;
        we <= 0;
        case (s)
            0: if (data_received) begin
                case (rxd)
                    "w":        s <= 1;
                    "m":        s <= ((2 + 9) + 11);
                    "i":        s <= (((2 + 9) + 11) + 1);
                    default:    s <= 0;
                endcase
            end
            1:      if (data_received) begin a <= rxd; s <= s + 1; end
            2:      if (data_received) begin d <= {d[63:0], rxd}; s <= s + 1; end
            2 + 1:  if (data_received) begin d <= {d[63:0], rxd}; s <= s + 1; end
            2 + 2:  if (data_received) begin d <= {d[63:0], rxd}; s <= s + 1; end
            2 + 3:  if (data_received) begin d <= {d[63:0], rxd}; s <= s + 1; end
            2 + 4:  if (data_received) begin d <= {d[63:0], rxd}; s <= s + 1; end
            2 + 5:  if (data_received) begin d <= {d[63:0], rxd}; s <= s + 1; end
            2 + 6:  if (data_received) begin d <= {d[63:0], rxd}; s <= s + 1; end
            2 + 7:  if (data_received) begin d <= {d[63:0], rxd}; s <= s + 1; end
            2 + 8:  if (data_received) begin d <= {d[63:0], rxd}; txd <= "o"; xmit <= 1; we <= 1; s <= (2 + 9); end
            (2 + 9):          if (!busy) begin txd <= a;          xmit <= 1; s <= s + 1; end
            (2 + 9) + 1:      if (!busy) begin txd <= d[71:64];   xmit <= 1; s <= s + 1; end
            (2 + 9) + 2:      if (!busy) begin txd <= d[63:56];   xmit <= 1; s <= s + 1; end
            (2 + 9) + 3:      if (!busy) begin txd <= d[55:48];   xmit <= 1; s <= s + 1; end
            (2 + 9) + 4:      if (!busy) begin txd <= d[47:40];   xmit <= 1; s <= s + 1; end
            (2 + 9) + 5:      if (!busy) begin txd <= d[39:32];   xmit <= 1; s <= s + 1; end
            (2 + 9) + 6:      if (!busy) begin txd <= d[31:24];   xmit <= 1; s <= s + 1; end
            (2 + 9) + 7:      if (!busy) begin txd <= d[23:16];   xmit <= 1; s <= s + 1; end
            (2 + 9) + 8:      if (!busy) begin txd <= d[15:8];    xmit <= 1; s <= s + 1; end
            (2 + 9) + 9:      if (!busy) begin txd <= d[7:0];     xmit <= 1; s <= s + 1; end
            (2 + 9) +10:      if (!busy) begin txd <= "d";        xmit <= 1; s <= 0; end
            ((2 + 9) + 11):       if (data_received) begin mode <= rxd; txd <= rxd; xmit <= 1; s <= 0; end
            (((2 + 9) + 11) + 1):   if (data_received) begin led <= rxd; s <= s + 1; end
            (((2 + 9) + 11) + 1)+1: if (data_received) begin led_brightness <= rxd; txd <= led; xmit <= 1; s <= s + 1; end
            (((2 + 9) + 11) + 1)+2: if (!busy) begin
                                                         txd <= led_brightness;
                                                         individual_leds <= (individual_leds & (~(3'b111 << (led*3)))) | (led_brightness << (led*3));
                                                         xmit <= 1;
                                                         s <= 0;
                                           end
        endcase
    end
endmodule
module rx(
    input clk,
    input tick_8x,
    input rx,
    output reg [7:0] rxd = 0,
    output reg data_received = 0
    );
    wire go;
    reg rst_clk_cnt = 0;
    clk_div #(.RESET_TYPE(1)) clk_div_i(clk, tick_8x, rst_clk_cnt, go);
    reg [7:0] rxd_shift = 0;
    reg [3:0] receive_cnt = 0;
    always @ (posedge clk) begin
        data_received <= 0;
        rst_clk_cnt <= 0;
        if (receive_cnt == 1) begin
            if (rx) receive_cnt <= 0;
        end else if (receive_cnt) begin
            if (go) begin
                rxd_shift <= {rx, rxd_shift[7:1]};
                receive_cnt <= receive_cnt - 1;
                if (receive_cnt == 2) begin
                    data_received <= 1;
                    rxd <= rxd_shift;
                end
            end
        end else begin
            if (!rx) begin
                rst_clk_cnt <= 1;
                receive_cnt <= 11;
            end
        end
    end
endmodule
module tx(
    input clk,
    input tick_8x,
    input [7:0] txd,
    input xmit_data,
    output reg done = 0,
    output busy,
    output tx,
    output reg error = 0
    );
    wire go;
    reg rst_clk_cnt = 0;
    clk_div #(.RESET_TYPE(0)) clk_div_i(clk, tick_8x, rst_clk_cnt, go);
    reg transmitting = 0;
    reg [9:0] txd_shift = 10'b1111111111;
    assign tx = txd_shift[0];
    reg [3:0] xmit_cnt = 0;
    assign busy = xmit_data || (xmit_cnt != 0);
    always @ (posedge clk) begin
        rst_clk_cnt <= 0;
        done <= 0;
        if (xmit_data) begin
            transmitting <= 1;
            rst_clk_cnt <= 1;
            xmit_cnt <= 10;
            txd_shift <= {1'b1, txd, 1'b0};
        end else if (xmit_cnt) begin
            if (go) begin
                txd_shift <= {1'b1, txd_shift[9:1]};
                xmit_cnt <= xmit_cnt - 1;
                if (xmit_cnt == 1) begin
                    transmitting <= 0;
                    done <= 1;
                    if (xmit_data) begin
                        transmitting <= 1;
                        rst_clk_cnt <= 1;
                        xmit_cnt <= 10;
                        txd_shift <= {1'b1, txd, 1'b0};
                    end 
                end
            end
        end
    end
    always @ (posedge clk) begin
        error <= 0;
        if (xmit_data) begin
            if (!transmitting) begin
            end else if (go && xmit_cnt == 1) begin
            end else begin
                error <= 1;
            end
        end
    end
endmodule
module uart_clk_synth(
    input clk,
    output reg uart_8x_tick = 0
    );
    reg [2:0] clk_div = 0;
    always @ (posedge clk) begin
        clk_div <= clk_div + 1;
        uart_8x_tick <= 0;
        if (clk_div == 6) begin
            clk_div <= 0;
            uart_8x_tick <= 1;
        end
    end
endmodule
module clk_div(
    input clk,
    input tick_8x,
    input rst,
    output go
    );
    parameter RESET_TYPE = 0;  
    reg [2:0] clk_div = 0;
    always @ (posedge clk) begin
        if (rst) begin
            if (RESET_TYPE == 0) begin
                clk_div <= 0;
            end else begin
                clk_div <= 4;
            end
        end else if (tick_8x) begin 
            clk_div <= clk_div + 1;
        end
    end
    assign go = !rst & tick_8x & clk_div == 3'b111;
endmodule
```
`design/flow/constraint.sdc`:
```
current_design serial

set clk_period 5.3
set clk_io_pct 0.2

create_clock -name clk0 -period $clk_period [get_ports {clk_uart}]

set non_clock_inputs [all_inputs -no_clocks]
set_input_delay [expr $clk_period * $clk_io_pct] -clock clk0 $non_clock_inputs
set_output_delay [expr $clk_period * $clk_io_pct] -clock clk0 [all_outputs]
```
`design/flow/config.mk`:
```
export PLATFORM = sky130hd
export DESIGN_NAME = serial
export DESIGN_NICKNAME = serial
export VERILOG_FILES = /design/flow/design.v
export SDC_FILE = /design/flow/constraint.sdc
export NUM_CORES = 4
export LEC_CHECK = 1
export CORE_UTILIZATION = 30
```
==> changes_impl.md <==
### Metrics

- Worst-margin pin slew: 0.760 ns
- Synthesis-to-finish area growth: 28.9%
- Number of buffers added for setup after CTS: 0
- Fmax: 0.295 GHz
- R2R depth: 7
- Clock Latency Late Sink: 0.53 ns
- Buffers on Ports: 157
- Post-cts repair resize count: 0
- Crit path max fanout: 50
- Chip area line of the yosys report: 0.0104 sq mm
- Fillers: 3028
- First-pass GRT wire length: 37.7 mm
- Status: finished clean
- Largest net degree at the start of global routing: 51
- Slew HR: 0.492
- Tally of OpenROAD warnings: 32
- RR Endpoint: statem.d[24]$_DFFE_PP_
- CTS max path bufs: 3
- Hold_buf cts: 0
- Setup ws final: 1.91 ns
- #FFs+latches synth: 250
- Min-delay worst type: register to register
- Endpoint, Worst Hold: r.rxd[0]$_DFFE_PP_
- Synthesized instance count: 676
- Power per cell area: 290 mW/mm^2
- Setup TNS: 0 ns
- DR vias/cell: 4.82
- Top-count cell post-synth: edfxtp_1
- Asr flop ratio synth: 0
- Startpoint Class: register
- Cell Type Count: 72
- Top cells by count: edfxtp_1 (230), mux2_2 (74), nand2_1 (45)
- Largest cells by area: edfxtp_1 (66%), mux2_2 (8.0%), dfxtp_1 (3.8%)
- Area leader, netlist: edfxtp_1
- Share of layout cells above drive strength 1: 0.161
- Vias: 6416
- Num CTS Buffers: 26
- Crit path top cell by count: nor2_1
- Initial antenna violation count: 0
- RSZ-0062 raised after global routing: no
- Max Cap Violations: 0
- Post-synth top area share: 0.664
- Min-delay src: r.rxd_shift[0]$_DFFE_PP_
- Met2 usage: 0.227
- Core Region: 0.0338 sq mm
- Total gr overflow: 0
- Slew Viols, Final: 0
- M3 GR Usage: 0.0466
- CP arrival: 3.59 ns
- Crit path DRT: 5.50 ns
- Chip height: 188 microns
- # Cells Yosys: 676
- Setup crit end kind: register
- Worst r2r src: statem.s[31]$_DFFE_PP_
- Drt first-iter violations: 408
- Root Buffer: clkbuf_16
- Placed cells: 1285
- Routed len/inst: 18.4 microns
- Tmin final: 3.39 ns
- Total Wirelength: 24.5 mm
- H-tree levels: 1
- Worst path max stage delay: 0.64 ns
- Remaining DRCs: 0
- Tot GR Track Use: 0.145
- Row count: 67
- Final Cycle Share: 0.639
- Buf+Inv Stages, Crit Path: 1
- Clock Skew: 0.0204 ns
- Antenna-violating nets left: 0
- Logic area: 0.00303 sq mm
- Number of enable flip-flop cells: 230
- Clock transition at the registers of the reported paths: 0.06 ns
- Die Width: 188 microns
- Synth Cell Area: 0.0104 sq mm
- Hold Path Stages: 0
- DP Wirelength: 16.9 mm
- # IOs: 158
- Final setup fails: 0
- Yosys warns: 6
- Worst Hold Margin: 0.419 ns
- Main flop type: edfxtp_1
- Diodes inserted: 0
- WS Path Type: register to register
- Init Core Util: 0.308
- Final hold violation count: 0
- Gr busiest metal: met2
- Leakage: 4.35 nW
- Crit path cell chain: nor4_1 -> nand4_1 -> nor2_1 -> nand2_1 -> nor2_1 -> o311a_4 -> buf_4
- Fin cells: 1332
- Seq. cell area: 0.00731 sq mm
- CTS sink count: 250
- Number of global-route vias before repair: 6448
- Max rail drop VDD: 0.000183 V
- Die ar.: 0.0354 sq mm
- Mean Syn Cell Area: 15.4 sq um
- CTS tree: yes
- Worst path slowest cell: o311a_4
- Gpl congestion: 0.909
- DRT Pass-1 Iters: 5
- Crit path max-delay family: simple AND/OR/NAND/NOR gates
- Post-synth seq share: 0.703
- Flop-to-flop setup slack: 1.91 ns
- Met1 layer usage reported by global route: 0.213
- Pre-CTS setup slack: 1.93 ns
==> cells in the final DEF (no fill, tap or decap), types with 12 or more instances in the layout <==
cell / n
edfxtp_1: 230
clkdlybuf4s50_1: 157
mux2_2: 74
nand2_1: 45
nor2_1: 29
clkbuf_16: 27
conb_1: 27
o21ai_0: 20
dfxtp_1: 20
ha_1: 15
nand3_1: 14
a21oi_1: 13
a22oi_1: 13
inv_1: 12
==> per-layer routing <==
metal | routed length, microns | up-vias
met5 | 0 | -
met4 | 381 | 0
met3 | 1860 | 28
met2 | 12000 | 204
met1 | 10300 | 3183
li1 | - | 3001
==> through the flow <==
stage / total power (W) / util / cell area (sq um)
after floorplan: 0.00217 / - / 10500
after global placement: 0.00218 / 0.373 / 12600
after detailed placement: 0.00218 / 0.373 / 12600
after CTS: 0.00394 / 0.397 / 13400
after global routing: 0.00402 / 0.397 / 13400
final: 0.00389 / 0.397 / 13400
==> sequential cells by signal (all words and copies together), names as in the netlist, 4 cells and up <==
| signal | flops |
|---|---|
| statem.individual_leds | 72 |
| t.xmit_cnt | 4 |
| t.txd_shift | 9 |
| statem.s | 32 |
| statem.led | 5 |
| r.receive_cnt | 4 |
| r.rxd | 8 |
| statem.txd | 8 |
| statem.a | 8 |
| r.rxd_shift | 8 |
| statem.d | 72 |
==> cell type report <==
class,instances,share of cell area
clock buffers,30,0.0512
clock inverters,17,0.0104
repair buffers,167,0.123
flip-flops and latches,250,0.545
inverters,12,0.00336
well taps,448,0.0418
multi-input cells,408,0.226
==> worst reg2reg max path, stage by stage (launching register included) <==
cell and delay (ns):
edfxtp_1 0.35, nor4_1 0.35, nand4_1 0.19, nor2_1 0.63, nand2_1 0.27, nor2_1 0.20
o311a_4 0.64, buf_4 0.43
==> power by group <==
group	internal (W)	leakage (nW)	switching, W
combinational	0.00000245	1.73	0.00000419
sequential	0.00213	2.22	0.00000107
clock	0.00102	0.398	0.000737
total	0.00315	4.35	0.000742
==> worst max-delay path by stage <==
stage,slack [ns],cells after the start,end,from
after global routing,1.69,7,statem.d[8]$_DFFE_PP_,statem.s[27]$_DFFE_PP_
final,1.91,7,statem.d[24]$_DFFE_PP_,statem.s[31]$_DFFE_PP_
after CTS,1.93,7,statem.d[24]$_DFFE_PP_,statem.s[25]$_DFFE_PP_
==> cells by family (layout without fill, tap and decap cells) <==
| group | count (synthesis) | in the layout | synth area share |
|---|---|---|---|
| AND/OR/NAND/NOR | 163 | 163 | 0.0866 |
| flip-flops | 250 | 250 | 0.703 |
| buffers and inverters | 44 | 226 | 0.0178 |
| multiplexers | 78 | 78 | 0.0840 |
| XOR/XNOR | 8 | 8 | 0.00674 |
| adder cells (fa/ha/maj) | 15 | 15 | 0.0180 |
| other | 1 | 27 | 0.000361 |
| AND-OR/OR-AND | 117 | 117 | 0.0839 |
Power figures rest on the tool's default switching activity, not on a simulated workload.
